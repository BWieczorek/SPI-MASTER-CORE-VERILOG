**./run.sh**
```bash
#!/bin/bash
# OpenROAD 26Q1-2900-gdf79404cd8, Yosys 0.63+post, stock flow scripts
make -C /OpenROAD-flow-scripts/flow DESIGN_CONFIG=/design/flow/config.mk WORK_HOME=/design/flow/orfs finish
```
**./config.mk**
```make
export PLATFORM = sky130hd
export DESIGN_NAME = SPI_MASTER_CORE
export DESIGN_NICKNAME = SPI_MASTER_CORE
export VERILOG_FILES = /design/flow/design.v
export SDC_FILE = /design/flow/constraint.sdc
export NUM_CORES = 4
export LEC_CHECK = 1
export CORE_AREA = 10 10 70 70
export DIE_AREA = 0 0 80 80
```
**./constraint.sdc**
```tcl
current_design SPI_MASTER_CORE

set clk_period 1.1
set clk_io_pct 0.2

create_clock -name clk0 -period $clk_period [get_ports {CLK}]

set non_clock_inputs [all_inputs -no_clocks]
set_input_delay [expr $clk_period * $clk_io_pct] -clock clk0 $non_clock_inputs
set_output_delay [expr $clk_period * $clk_io_pct] -clock clk0 [all_outputs]
```
**./design.v**
```verilog
module SPI_MASTER_CORE #(
    parameter SPI_MODE = 0,
    parameter SPI_CLK_DIV_HALF = 2
) (
    input CLK,
    input RSTN,
    output DATA_IN_RDY,
    input DATA_IN_VD,
    input [7:0] DATA_IN,
    output [7:0] DATA_OUT,
    output DATA_OUT_VD,
    output MOSI,
    input MISO,
    output reg SPI_CLK = 1'bz
);
reg r_DATA_OUT_VD = 1'b0;
reg r_MOSI = 1'bz; 
reg r_DATA_IN_RDY = 1'b0;
wire SPI_CLK_EN = rm_State == COMMUNICATION;
reg [$clog2(SPI_CLK_DIV_HALF):0] CLK_DIV_COUNTER_HALF = 1;
wire CPOL = (SPI_MODE == 2) | (SPI_MODE == 3);
wire CPHA = (SPI_MODE == 1) | (SPI_MODE == 3);
localparam IDLE = 2'b00;
localparam START = 2'b01;
localparam COMMUNICATION = 2'b10;
localparam DATA_VALID = 2'b11;
reg [1:0] rm_State = IDLE;
reg [7:0] r_DATA_RX = 7'b0;
reg [7:0] r_DATA_TX = 7'b0;
always @(posedge CLK) begin
    if(DATA_IN_RDY & DATA_IN_VD) begin
        r_DATA_TX <= DATA_IN;
    end
end
reg [$clog2(8):0] BIT_COUNTER = 7;
always @(posedge CLK) begin
    case (rm_State)
        IDLE : begin
            BIT_COUNTER <= 7;
            r_DATA_IN_RDY <= 1'b1;
            r_DATA_OUT_VD <= 1'b0;
            CLK_DIV_COUNTER_HALF <= 1'b1;
            r_MOSI <= 1'bz;
            if(DATA_IN_VD) begin
                rm_State <= START;
                r_DATA_IN_RDY <= 1'b0;
            end else begin
                rm_State <= IDLE;
            end
        end    
        START : begin
            if(!CPHA) begin
                r_MOSI <= r_DATA_TX[BIT_COUNTER];
            end else begin
                r_MOSI <= 1'bz;
                BIT_COUNTER <= 8;
            end
            rm_State <= COMMUNICATION;
        end
        COMMUNICATION : begin
            if(CPHA) begin
                casez ({CPOL, CLK_DIV_COUNTER_HALF == 0, CLK_DIV_COUNTER_HALF >= SPI_CLK_DIV_HALF - 1, SPI_CLK})
                    4'b0?10 : begin
                        BIT_COUNTER <= BIT_COUNTER - 1;
                        if(BIT_COUNTER <= 0) begin
                            rm_State <= DATA_VALID;
                        end
                    end
                    4'b01?0 : begin
                        r_MOSI <= r_DATA_TX[BIT_COUNTER];
                    end
                    4'b11?1 : begin
                        r_MOSI <= r_DATA_TX[BIT_COUNTER];
                    end
                    4'b01?1 : begin
                        r_DATA_RX[BIT_COUNTER] <= MISO;
                    end
                    4'b11?0 : begin
                        r_DATA_RX[BIT_COUNTER] <= MISO;
                    end
                    4'b1?11 : begin
                        BIT_COUNTER <= BIT_COUNTER - 1;
                        if(BIT_COUNTER <= 0) begin
                            rm_State <= DATA_VALID;
                        end
                    end
                endcase
            end else begin
                casez ({CPOL, CLK_DIV_COUNTER_HALF == 0, CLK_DIV_COUNTER_HALF >= SPI_CLK_DIV_HALF - 1, SPI_CLK})
                    4'b01?0 : begin
                        r_DATA_RX[BIT_COUNTER] <= MISO;
                        r_MOSI <= r_DATA_TX[BIT_COUNTER];
                    end
                    4'b11?1 : begin
                        r_DATA_RX[BIT_COUNTER] <= MISO;
                        r_MOSI <= r_DATA_TX[BIT_COUNTER];
                    end
                    4'b0?11 : begin
                        BIT_COUNTER <= BIT_COUNTER - 1;
                        if(BIT_COUNTER == 0) begin
                            rm_State <= DATA_VALID;
                        end
                        r_MOSI <= r_DATA_TX[BIT_COUNTER];
                    end
                    4'b1?10 : begin
                        BIT_COUNTER <= BIT_COUNTER - 1;
                        if(BIT_COUNTER == 0) begin
                            rm_State <= DATA_VALID;
                        end
                        r_MOSI <= r_DATA_TX[BIT_COUNTER];
                    end
                    default: r_MOSI <= r_DATA_TX[BIT_COUNTER];
                endcase
            end
        end
        DATA_VALID : begin
            r_DATA_OUT_VD <= 1'b1;
            rm_State <= IDLE;
            r_MOSI <= 1'bz;
        end
    endcase
end
always @(posedge CLK) begin
    if(SPI_CLK_EN) begin
        if(CLK_DIV_COUNTER_HALF >= SPI_CLK_DIV_HALF - 1) begin
            CLK_DIV_COUNTER_HALF <= 0;
        end else begin
            CLK_DIV_COUNTER_HALF <= CLK_DIV_COUNTER_HALF + 1;
        end
        if(CLK_DIV_COUNTER_HALF == 0) begin
           SPI_CLK <= ~SPI_CLK; 
        end
    end else begin
        CLK_DIV_COUNTER_HALF <= 1;
        SPI_CLK = CPOL;
    end
end
assign DATA_OUT = r_DATA_RX;
assign DATA_OUT_VD = r_DATA_OUT_VD;
assign MOSI = r_MOSI;
assign DATA_IN_RDY = r_DATA_IN_RDY;
endmodule
```
==> qor.csv <==
stage,metric,value,unit
worst_setup_path,Crit. End Element,register,
logic_synthesis,Max-area cell share,0.4545,
final_timing,Final Slew Violations,0,
drt,vias per cell,2.084,
floorplan,Die Ht,80,um
clock_network,CTS Sinks,6,
final_timing,final setup vio count,0,
global_route,Congestion Overflow GR,0,
logic_synthesis,Post-synth regs,6,
hold_path,hold endpoint,r_MOSI,
logic_synthesis,register share after synthesis,0.5152,
floorplan,cell row count,21,
power,pwr/cell area,2068,mW/mm2
run,OpenROAD warnings,37,
logic_synthesis,"EDFF count, synth",5,
worst_setup_path,CP required,1080,ps
final_timing,Hold WS,353.5,ps
clock_network,CTS buffer count,3,
finish,post-route insts no fill,83,
worst_setup_path,r2r startpoint,rm_State[1],
logic_synthesis,Synth Instances,27,
logic_synthesis,Post-synth ARST share,0,
logic_synthesis,Synthesis Warnings,10,
placed_design,Placed Cells,78,
finish,Layout area overhead,37.12,%
floorplan,Ports,24,
drt,Detail Route Antenna Nets,0,
logic_synthesis,cell type with the largest total area,edfxtp_1,
global_route,number of global-route vias before repair,212,
hold_path,Worst Hold Class,reg2reg,
power,leakage,0.1960,nW
floorplan,Init Core Util,0.09670,
clock_network,Clock Latency Late Sink,250,ps
worst_setup_path,reg2reg setup slack,40,ps
outcome,status,finished clean,
drt,routed len/inst,6.639,um
drt,DR pass1 iterations,2,
logic_synthesis,Synth top cell by count,buf_4,
drt,# DRC,0,
drt,iteration-0 DRC count of the detailed router,11,
drt,Routed WL,551,um
worst_setup_path,"Arr. time, crit path",1040,ps
worst_setup_path,Critical Setup Path Class,reg2reg,
logic_synthesis,Post-Syn Area per Cell,12.23,um2
floorplan,Die X,80,um
final_timing,Final Hold Vio Count,0,
logic_synthesis,area of the mapped netlist,330.3,um2
power,peak supply drop,0.4767,mV
run,max cap viols,0,
hold_path,HP Start,r_DATA_TX[7],
logic_synthesis,post-synthesis chip area from yosys,330.3,um2
logic_synthesis,synth top area cells,"edfxtp_1, buf_4, ha_1",
worst_setup_path,worst setup path startpoint,rm_State[1],
final_timing,RSZ-0062 raised after global routing,false,
clock_network,Max Buffers Root-to-Sink,2,
global_route,gr usage total,0.01818,
final_timing,Max Fclk,944.3,MHz
clock_network,CTS Root Cell,clkbuf_4,
logic_synthesis,Post-synth top cells,"buf_4, edfxtp_1, inv_1",
drt,total number of vias,173,
finish,layout cells sized above 1,0.2432,
final_timing,Tmin final,1059,ps
hold_path,WHS Path Cells,0,
placed_design,routability cong.,0.6844,
clock_network,CTS tree,done,
worst_setup_path,Reg2Reg Depth,3,
logic_synthesis,yosys cell count,27,
global_route,global-route wire length before repair,924,um
final_timing,fin crit share,0.9627,
logic_synthesis,Dominant Register Cell,edfxtp_1,
logic_synthesis,Unique masters post-synth,8,
worst_setup_path,Max Fanout on Critical Path,3,
clock_network,cts hold-fix bufs,0,
final_timing,Fin Clk Skew,6.344,ps
global_route,initial antenna violation count,0,
drt,ANT cells,0,
worst_setup_path,startpoint types,register,
worst_setup_path,FF-to-FF End,r_DATA_OUT_VD,
global_route,pin count of the biggest net entering global routing,5,
clock_network,H-tree levels,1,
power,PnR Total Power,0.9365,mW
floorplan,die area,0.006400,mm2
placed_design,number of port buffers,5,
floorplan,Core ar.,0.003416,mm2
clock_network,"Reg clk slew, reported paths",50,ps
## worst max-delay path by stage
| stage | to | slack, ps | cells after the start |
|---|---|---|---|
| global route | r_DATA_OUT_VD | 5 | 3 |
| finish | r_DATA_OUT_VD | 40 | 3 |
| CTS | DATA_IN_RDY | 8 | 1 |
## layout make-up
| class | instances | area (um2) |
|---|---|---|
| Timing Repair Buffer | 7 | 63.81 |
| Inverter | 5 | 18.77 |
| Tap cell | 46 | 57.56 |
| Clock buffer | 4 | 26.28 |
| Fill cell | 391 | 2963 |
| Sequential cell | 6 | 170.2 |
| Multi-Input combinational cell | 15 | 116.4 |
## metrics by stage
stage	TNS, ps	utilization	setup slack (ps)	area (um2)
finish	0	0.1326	40.99	452.9
global route	0	0.1326	4.851	452.9
CTS	0	0.1260	8.123	430.4
detailed placement	-61.41	0.1194	-61.41	407.9
global placement	-54.11	0.1194	-54.11	407.9
floorplan	0	-	2.706	360.3
## cells by family (layout without fill, tap and decap cells)
| group | count (synthesis) | count (layout) | synth area share |
|---|---|---|---|
| adders and majority gates | 4 | 4 | 0.1515 |
| other | 1 | 9 | 0.01135 |
| and+or+nand+nor | 2 | 2 | 0.06061 |
| DFF | 6 | 6 | 0.5151 |
| buffers and inverters | 14 | 16 | 0.2614 |
## report_power, final
part	switching (mW)	total [mW]	internal (mW)	leakage, nW
registers	0.0373	0.397	0.360	0.0597
logic	0.142	0.313	0.171	0.121
clock network	0.0890	0.227	0.138	0.0150
## cells in the final DEF (no fill, tap or decap), drive strengths merged, types with 2 or more instances in the layout
cell type,n
buf,2
clkbuf,4
clkdlybuf4s15,2
clkdlybuf4s50,2
conb,9
edfxtp,5
ha,4
inv,5
## critical path, cell delays in order, from the launching register on
cell and delay, ps:
edfxtp_1 430, inv_2 110, ha_4 200, inv_2 40
## flip-flops by register name, indices dropped and copies added, names as in the netlist
register,count
r_MOSI,1
r_DATA_OUT_VD,1
r_DATA_TX,1
rm_State,2
r_DATA_IN_RDY,1
## per-layer routing
metal / GRT usage / up-vias / routed length [um]
li1: - / 82 / -
met1: 0.01963 / 72 / 256
met2: 0.02408 / 15 / 164
met3: 0.01818 / 4 / 111
met4: 0.005282 / 0 / 19
met5: 0 / - / 0
## what timing repair did
action | in CTS | in global routing
setup buffers | 0 | 1
setup endpoints to repair | 4 | 3
pin swaps | 0 | 1
resized | 4 | 4
No activity file was given, so power comes from the tool's default toggle rates.
